## constraint.sdc

```tcl
current_design BCD7

set clk_period 1.4
set clk_io_pct 0.2

create_clock -name clk0 -period $clk_period

set non_clock_inputs [all_inputs -no_clocks]
set_input_delay [expr $clk_period * $clk_io_pct] -clock clk0 $non_clock_inputs
set_output_delay [expr $clk_period * $clk_io_pct] -clock clk0 [all_outputs]
```

## run.sh

```bash
#!/bin/bash
# OpenROAD 26Q1-2900-gdf79404cd8, Yosys 0.63+post, stock flow scripts
make -C /OpenROAD-flow-scripts/flow DESIGN_CONFIG=/design/flow/config.mk WORK_HOME=/design/flow/orfs finish
```

## config.mk

```make
export PLATFORM = sky130hd
export DESIGN_NAME = BCD7
export DESIGN_NICKNAME = BCD7
export VERILOG_FILES = /design/flow/design.v
export SDC_FILE = /design/flow/constraint.sdc
export NUM_CORES = 4
export LEC_CHECK = 1
export CORE_AREA = 10 10 70 70
export DIE_AREA = 0 0 80 80
```

## design.v

```verilog
`timescale 1ns / 1ps
module BCD7(
    input  wire [3:0] bcd,
    output wire a,
    output wire b,
    output wire c,
    output wire d,
    output wire e,
    output wire f,
    output wire g
);
    reg [6:0] seg_n;
    always @* begin
        case (bcd)
            4'd0: seg_n = 7'b0000001;
            4'd1: seg_n = 7'b1001111;
            4'd2: seg_n = 7'b0010010;
            4'd3: seg_n = 7'b0000110;
            4'd4: seg_n = 7'b1001100;
            4'd5: seg_n = 7'b0100100;
            4'd6: seg_n = 7'b0100000;
            4'd7: seg_n = 7'b0001111;
            4'd8: seg_n = 7'b0000000;
            4'd9: seg_n = 7'b0000100;
            default: seg_n = 7'b1111111;  
        endcase
    end
    assign {a,b,c,d,e,f,g} = seg_n;
endmodule
```

==> impl_metrics.json <==
{
  "crit_type": "in2out",
  "tightestPinTransition_ps": 274,
  "max_freq_ghz": 0.726,
  "hold-worst-slack_ps": 973,
  "hold_violations": 0,
  "die_x_um": 80,
  "top_area_cell": "ha_1",
  "topCellsByArea": "ha_1 (30%), o21ai_0 (14%), nand2b_1 (12%)",
  "drc": 0,
  "outcome": "finished, final reports clean",
  "flop_area_um2": 0,
  "fin_crit_sh_pct": 98.4,
  "synthToLayoutAreaGrowth_pct": 118,
  "io_pins": 11,
  "grt.total_usage_pct": 2.22,
  "via_count": 272,
  "pwr-share-seq_pct": 0,
  "drive_gt1_share_pct": 56.9,
  "cp.required_ps": 1120,
  "grt_max_degree": 11,
  "power_density_nw_per_um2": 245,
  "p_switching_w": 0.0000478,
  "num_rows": 21,
  "antenna_left": 0,
  "cp-start-kind": "primary input",
  "initial_core_util_pct": 6.15,
  "synth.distinct_cells": 13,
  "grt_antenna_before_repair": 0,
  "grt_overflow": 0,
  "dr.pass1.iters": 2,
  "worst-endpoint-arrival_ps": 1100,
  "yosys_warnings": 1,
  "yosys-stat-area_um2": 210,
  "gp_congestion": 0.724,
  "holdCritPathClass": "in2out",
  "fillers": 397,
  "syn_area_um2": 210,
  "dp_hpwl_um": 582,
  "grt_pass1_vias": 251,
  "postSynthSeqShare_pct": 0,
  "avgSynthCellArea_um2": 6.37,
  "top_cell_area_share_pct": 29.8,
  "io_buffers": 11,
  "yosysMostFrequentCell": "o21ai_0",
  "rsz0062_at_grt": "true",
  "crit_path_end_kind": "primary output",
  "clkbuf_count": 0,
  "crit_path_max_fanout": 4,
  "p_int_w": 0.0000643,
  "leakagePower_nw": 0.198,
  "clkPwrFrac_pct": 0,
  "sw_frac_of_total_pct": 42.6,
  "wl_um": 766,
  "n_antenna_cell": 0,
  "irDropWorstVdd_uv": 30.6,
  "maxSlewHeadroom_pct": 81.5,
  "wire_per_inst_um": 7.90,
  "drt_iter0_drc": 9,
  "fin_crit_ps": 1380,
  "die_area_um2": 6400,
  "warnings": 37,
  "comb_power_share_pct": 100.0,
  "setup_viol": 0,
  "synthCells": 33,
  "die_h_um": 80,
  "ys_cells": 33,
  "slew_violations": 0,
  "core_um2": 3420,
  "maxCapViolations": 0,
  "setup_tns_ps": 0,
  "common_cells": "o21ai_0 (6), ha_1 (5), nor2_1 (5), nand2b_1 (4), inv_1 (3)",
  "seq_cells": 0,
  "grt_pass1_wl_mm": 1.20,
  "via_per_inst": 2.80
}
[stage by stage]
stage	util [%]	cell area, um2	total power, W	setup slack, ps	cells
finish	13.4	458	0.000112	22.0	97
floorplan	-	210	0.0000371	238	33
global placement	12.1	414	0.000107	-847	95
CTS	12.7	434	0.000106	0.0727	97
detailed placement	12.1	414	0.000106	-828	95
global route	13.4	458	0.000126	-46.8	97
[cell usage in the layout, fill, tap and decap left out]
master / netlist / routed
buf_4: 0 / 8
buf_2: 1 / 7
nor2_1: 5 / 4
o21ai_1: 0 / 3
nand2b_4: 0 / 2
o21ai_0: 6 / 2
nand2_1: 2 / 2
nand2b_1: 4 / 2
a21oi_1: 2 / 2
ha_4: 0 / 2
ha_1: 5 / 2
buf_6: 1 / 2
inv_6: 0 / 1
inv_2: 0 / 1
inv_1: 3 / 1
or2b_1: 1 / 1
or2_1: 1 / 1
a21oi_2: 1 / 1
a31oi_1: 1 / 1
o21ai_2: 0 / 1
nor2_2: 0 / 1
ha_2: 0 / 1
buf_8: 0 / 1
clkdlybuf4s15_2: 0 / 1
dlygate4sd2_1: 0 / 1
[layer usage]
metal  GRT usage (%)  share of wire [%]  up-vias
li1                -                  -      144
met1            2.70                 46      122
met2            4.09                 47        6
met3           0.455                7.0        0
met4               0                  0        0
met5               0                  0        -
[worst paths after layout]
kind / start / to / slack [ps] / depth (start not counted)
max: bcd[1] / d / 20 / 6
min: bcd[0] / e / 970 / 4
[cell type report]
type	count	area, um2	share of cell area (%)
inverter	3	16.3	3.55
multi-input combinational	28	231	50.5
tap	46	57.6	12.6
timing repair buffer	20	153	33.3
[worst max-delay path: stages]
cell and delay [ps]:
buf_8 100, buf_6 110, or2b_1 260, a21oi_2 160
a31oi_1 50, buf_2 130
[power by group through the flow]
stage                 Clock, W  Sequential [W]  Combinational, W
after CTS                    0               0          0.000106
after global routing         0               0          0.000126
final                        0               0          0.000112
[cell families (layout without fill, tap and decap cells)]
logic type	after synthesis	after routing	synth area share, %
compound gates	10	10	26.2
fa+ha+maj	5	5	29.8
buf+inv	5	23	13.1
simple gates	13	13	31.0
[timing repair]
item	in CTS	in global routing
endpoints found under the hold margin	0	0
pin swaps	8	4
setup buffers	2	0
setup endpoints to repair	7	6
gates resized	51	4
hold buffers	0	0
Power figures rest on the tool's default switching activity, not on a simulated workload.
